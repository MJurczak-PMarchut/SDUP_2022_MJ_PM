$ cat flow/run.sh
#!/bin/bash
# OpenROAD 26Q1-2900-gdf79404cd8, Yosys 0.63+post, stock flow scripts
make -C /OpenROAD-flow-scripts/flow DESIGN_CONFIG=/design/flow/config.mk WORK_HOME=/design/flow/orfs finish
$ cat flow/config.mk
export PLATFORM = sky130hd
export DESIGN_NAME = mul_Kn
export DESIGN_NICKNAME = mul_Kn
export VERILOG_FILES = /design/flow/design.v
export SDC_FILE = /design/flow/constraint.sdc
export NUM_CORES = 4
export LEC_CHECK = 1
export CORE_UTILIZATION = 30
$ cat flow/constraint.sdc
current_design mul_Kn

set clk_period 6.1
set clk_io_pct 0.2

create_clock -name clk0 -period $clk_period [get_ports {clock}]

set non_clock_inputs [all_inputs -no_clocks]
set_input_delay [expr $clk_period * $clk_io_pct] -clock clk0 $non_clock_inputs
set_output_delay [expr $clk_period * $clk_io_pct] -clock clk0 [all_outputs]
$ cat flow/design.v
module mul_Kn(clock, ce, value_in, value_out);
parameter integer W = 12;  
parameter FXP_SHIFT = 10;  
input clock, ce;
input signed[W-1:0] value_in;
output reg signed[W-1:0] value_out;
reg signed [2*W-1:0] val, val_0, val_2, val_4, val_5, val_7, val_7_9_d, val_9;  
reg signed [2*W-1:0] val_0_2, val_4_5, val_7_9, val_0_2_4_5, val_0_2_4_5_7_9;  
always @ (posedge clock)
begin
 if( ce == 1'b1 )
 begin
     val = value_in; val_0 <= val; val_2 <= val << 2; val_4 <= val << 4;
     val_5 <= val << 5; val_7 <= val << 7; val_9 <= val << 9;
     val_0_2 <= val_0 - val_2; val_4_5 <= val_4 - val_5; val_7_9 <= val_7 + val_9;
     val_0_2_4_5 <= val_0_2 + val_4_5;
     val_7_9_d <= val_7_9;  
     val_0_2_4_5_7_9 = val_0_2_4_5 + val_7_9_d;
     value_out <= val_0_2_4_5_7_9 >>> FXP_SHIFT;
 end
end
endmodule
==> impl_metrics.ini <==
; implementation run metrics
[placed_design]
hpwl_um = 5710
dp_slack_ns = 3.43
globalplace.congestion = 0.874
port-buffer-count = 25

[yosys]
yosys_cells = 390
yosysWarnings = 1
ys_area_um2 = 4940
synth-edff-count = 90
synth_cells = 390
ys_types = 45
ys.flops = 90
flop_cell = edfxtp_1
async_flop_share = 0
postSynthSeqShare = 0.547
syn-cell-area_um2 = 4940
synth_area_per_cell_um2 = 12.7

[detailed_routing]
dr_total_vias = 2944
postRouteAntennaNets = 0
drtIter0Drc = 179
drc = 0
routedWlPerCell_um = 11.9
routed_wl_um = 7650
vias_per_cell = 4.57
diodes = 0
dr.pass1.iters = 4

[grt]
gr-total-overflow = 0
grt_max_degree = 56
track_usage = 0.103
grtUsageMet3 = 0.0351
grt_pass1_wl_um = 13300
busiest_layer = met1
grt_pass1_vias = 2876
antenna_found_initial = 0
use_met1 = 0.156
globalRouteMet2Util = 0.153

[clock_network]
cts-resized-gates = 0
clock_path_buffers = 2
post_cts_buffers = 0
insertion_delay_ns = 0.34
htreeDepth = 3
numCtsBuffers = 9
cts-root-buf = clkbuf_16
cts_hold_buf = 0
numClockSinks = 90
cts_tree = built
clkTransAtPathRegs_ns = 0.07

[floorplan]
core_area_um2 = 16000
die_width_um = 130
ios = 26
die_y_um = 130
fp_util = 0.309
fp-row-count = 46
die_area_um2 = 17000

[worst_hold_path]
hold_path_class = reg2reg

[run]
cap_viol_max_count = 0
warnings = 36

[pwr]
power_density_nw_per_um2 = 367
leakagePower_uw = 0.00221
ir_drop_v = 0.000156

[setup_path]
cp-end-kind = flop
arrival_ns = 2.78
path_cells = inv_1 -> ha_1 -> nor2b_4 -> o31a_1 -> o41a_1 -> o31a_1 -> o31a_1 -> a21oi_2
critPathSlowestCell = edfxtp_1
cpPeakStageDelay_ns = 0.48
critPathMaxFanout = 5
cp.buffers_inverters = 1
crit_family = AND-OR/OR-AND gates
required_ns = 6.30
cpMostUsedCell = o31a_1
critPathLaunchType = flop
critical_path_class = reg2reg

[final_timing]
worstMarginPinSlew_ns = 0.671
rsz0062_at_grt = false
maxSlewViolCount = 0
setup_viol = 0
finalCritPeriodShare = 0.423
tns_ns = 0
slew_headroom = 0.553
fin_skew_ns = 0.00758
worst_slack_ns = 3.52
layout_min_cycle_time_ns = 2.58
hold_violations = 0
max_clock_freq_mhz = 387

[finish]
syn_to_final_growth_pct = 16.6
lay_top_cells = 90 x edfxtp_1, 58 x ha_1, 31 x nor2_1, 26 x a21oi_1, 26 x xnor2_1
final_layout_size_suffix_gt1_frac = 0.0514
lay_top_count = edfxtp_1

[status]
status = finished, final reports clean
==> kinds of logic (layout without fill, tap and decap cells) <==
logic type | Yosys count | after routing | share of synthesized area
AOI/OAI and AO/OA | 88 | 88 | 0.120
xor gates and xnor gates | 40 | 40 | 0.0709
adders and majority gates | 60 | 60 | 0.155
buffers and inverters | 28 | 66 | 0.0213
DFF | 90 | 90 | 0.547
muxes | 1 | 1 | 0.00202
and+or+nand+nor | 83 | 83 | 0.0845
==> routing by layer <==
metal	routed length (um)	vias to the layer above
met1	3730	1344
met4	118	0
li1	-	1531
met3	520	8
met5	0	-
met2	3280	61
==> worst reg2reg max path: stages (launching register included) <==
cell      delay, ns
edfxtp_1       0.48
inv_1          0.13
ha_1           0.32
nor2b_4        0.14
o31a_1         0.28
o41a_1         0.39
o31a_1         0.31
o31a_1         0.29
a21oi_2        0.11
==> final cells by class <==
type	instances	area [um^2]
clock buffer	9	225
clock inverter	7	85.1
fill	1576	10200
inverter	24	90.1
multi-input combinational	272	2140
sequential	90	2700
tap	216	270
timing repair buffer	26	255
==> registers in the layout, summed over array words and instances, names as in the netlist <==
signal and cells:
val_0_2_4_5 14, val_0_2 13, val_4_5 13, val_7_9 13, val_7_9_d 13, val_0 12
value_out 12
==> where the power goes <==
group          switching (uW)  internal (uW)  leakage, uW
logic                     313            320      0.00119
clock network             238            326     0.000146
registers                45.3            872     0.000879
==> synthesized netlist by cell type (2+ instances only) <==
| master | n | area, um^2 |
|---|---|---|
| o21bai_1 | 4 | 30.0 |
| o21a_1 | 12 | 90.1 |
| a211oi_1 | 2 | 15.0 |
| fa_1 | 2 | 40.0 |
| a221oi_1 | 3 | 26.3 |
| xor2_1 | 14 | 123 |
| nor4_1 | 2 | 12.5 |
| a21oi_1 | 26 | 130 |
| o211ai_1 | 2 | 15.0 |
| and3_1 | 3 | 18.8 |
| nand4_1 | 3 | 18.8 |
| xnor2_1 | 26 | 228 |
| a2111oi_0 | 4 | 35.0 |
| nand2_1 | 6 | 22.5 |
| ha_1 | 58 | 726 |
| nor2_1 | 31 | 116 |
| clkbuf_1 | 3 | 11.3 |
| a31oi_1 | 4 | 25.0 |
| a21o_1 | 9 | 67.6 |
| nand3_1 | 6 | 30.0 |
| nor3_1 | 12 | 60.1 |
| o31a_1 | 3 | 26.3 |
| inv_1 | 24 | 90.1 |
| nor2b_1 | 7 | 43.8 |
| o21ai_0 | 9 | 45.0 |
| edfxtp_1 | 90 | 2700 |
| nand2b_1 | 7 | 43.8 |
==> through the flow <==
stage | hold slack [ns] | instances | util | total power [uW] | instance area [um^2]
final | 0.416 | 644 | 0.360 | 2110 | 5760
after global routing | 0.424 | 644 | 0.360 | 2260 | 5760
after CTS | 0.420 | 644 | 0.360 | 2140 | 5760
after detailed placement | 0.405 | 628 | 0.341 | 1570 | 5450
after global placement | 0.409 | 628 | 0.341 | 1560 | 5450
after floorplan | 0.400 | 390 | - | 1360 | 4940
==> final timing paths <==
check | start | to | slack, ns | cells after the start
worst min-delay path | val_7_9[14] | val_7_9_d[14] | 0.42 | 0
worst min register to register | val_7_9[14] | val_7_9_d[14] | 0.42 | 0
worst max register to register | val_0[1] | val_0_2[12] | 3.52 | 8
worst max-delay path | val_0[1] | val_0_2[12] | 3.52 | 8
Power is estimated from default activity; no workload was simulated.
