File: /design/flow/config.mk
export PLATFORM = sky130hd
export DESIGN_NAME = cordic_step
export DESIGN_NICKNAME = cordic_step
export VERILOG_FILES = /design/flow/design.v
export SDC_FILE = /design/flow/constraint.sdc
export NUM_CORES = 4
export LEC_CHECK = 1
export CORE_UTILIZATION = 40
File: /design/flow/constraint.sdc
current_design cordic_step

set clk_period 18.2
set clk_io_pct 0.2

create_clock -name clk0 -period $clk_period [get_ports {clock}]

set non_clock_inputs [all_inputs -no_clocks]
set_input_delay [expr $clk_period * $clk_io_pct] -clock clk0 $non_clock_inputs
set_output_delay [expr $clk_period * $clk_io_pct] -clock clk0 [all_outputs]
File: /design/flow/design.v
`timescale 1ns / 1ps
module cordic_step ( clock, ce, sin_in, cos_in, angle_in, t_angle, atan,
 sin_out, cos_out, angle_out, t_angle_out );
parameter integer step = 0;  
parameter integer W = 12;  
input clock, ce;
input signed [W-1:0] sin_in, cos_in, angle_in, t_angle, atan;
output reg signed [W-1:0] sin_out, cos_out, angle_out, t_angle_out;
always @ (posedge clock)
begin
 if( ce == 1'b1 )
 begin 
     if(t_angle > angle_in)
         begin
         cos_out <= cos_in - (sin_in >>> step);  
         sin_out <= (cos_in >>> step) + sin_in;
         angle_out <= angle_in + atan;
         end
     else
         begin
         cos_out <= cos_in + (sin_in >>> step);
         sin_out <= -(cos_in >>> step) + sin_in;
         angle_out <= angle_in - atan;
         end 
     t_angle_out <= t_angle;
 end  
end
endmodule
File: /design/flow/run.sh
#!/bin/bash
# OpenROAD 26Q1-2900-gdf79404cd8, Yosys 0.63+post, stock flow scripts
make -C /OpenROAD-flow-scripts/flow DESIGN_CONFIG=/design/flow/config.mk WORK_HOME=/design/flow/orfs finish
==> flow_metrics.tcl <==
# collected from the flow reports
set metrics [dict create \
    synth.distinct_cells 58 \
    drtIter0Drc 108 \
    clock-sinks 47 \
    slew-limit-headroom_pct 63.0 \
    rsz0062_at_grt "false" \
    cp-end-kind "register" \
    io_buffers 109 \
    hold_path_class "in2reg" \
    area_growth_pct 31.6 \
    synth_async_sr_flop_share_pct 0 \
    worst-endpoint-required_ps 18260 \
    postCtsHoldBufs 0 \
    critPathArrivalTime_ps 7750 \
    drv_cap 0 \
    syn_inst 416 \
    overflow 0 \
    power_w 0.000412 \
    worst-setup-path-type "in2reg" \
    dpl.hpwl_mm 7.32 \
    ys_warn_count 1 \
    rows 37 \
    tightestPinTransition_ps 555 \
    drt_wl_total_mm 8.95 \
    yosys_cells 416 \
    cts_buffers 5 \
    peakVddDrop_mv 0.0418 \
    wire_per_inst_um 13.5 \
    fin_ws_ps 10510 \
    tritoncts "yes" \
    antenna_found_initial 0 \
    topCellsByArea "edfxtp_1, ha_1, xnor2_1" \
    gp_congestion 0.868 \
    layout-drive-gt1-share_pct 4.00 \
    grt_first_pass_wirelength_mm 15.1 \
    ys_seq_share_pct 33.5 \
    placed_area_sq_um 5420 \
    yosysChipArea_sq_um 4220 \
    fillerInstances 945 \
    simple_gate_share_pct 11.3 \
    yosysTopAreaCellShare_pct 33.5 \
    layout.cells.non_filler 661 \
    synthAdderAreaFrac_pct 18.8 \
    synth.avg_cell_area_sq_um 10.1 \
    htree_levels 2 \
    leakagePower_nw 2.36 \
    setup_viol 0 \
    top_cells_by_count "ha_1, inv_1, edfxtp_1, xnor2_1, a21oi_1" \
    die_w_um 105 \
    status "finished, final reports clean" \
    fmax_ghz 0.130 \
    top_logic_kind "adder cells" \
    power.density_nw_per_um2 74.1 \
    cts_setup_buffers 0 \
    num_io_pins 110 \
    syn_area_sq_um 4220 \
    fp_util_pct 41.1 \
    coreArea_sq_um 10300 \
    ant_nets 0 \
    first_pass_iters 4 \
    ys_sh_aoi_pct 15.9 \
    hold_viol 0 \
    flop_cell "edfxtp_1" \
    grt_pass1_vias 3222 \
    start_kind "input port" \
    cts_resized 0 \
    fin_crit_sh_pct 42.2 \
    die_h_um 105 \
    top_area_cell "edfxtp_1" \
    grt_max_degree 48 \
    numSynthFlops 47 \
    cts-root-buf "clkbuf_8" \
    mux_share_pct 5.22 \
    via_count 3265 \
    placedCellCount 653 \
    warning_count 47 \
    grtUsageTotal_pct 17.6 \
    pre_cts_ws_ps 10160 \
    drc_errors 0 \
    clockBufferDepth 2 \
    clkTransAtPathRegs_ps 80 \
    edf_count 47 \
    vias_per_cell 4.94 \
    die-area_sq_um 11000 \
    ys_sh_xor_pct 8.51 \
    fin_area_sq_um 5550 \
    period_needed_ps 7690 \
    top_cell "ha_1" \
    n_antenna_cell 0 \
    timing.setup.tns_ps 0 \
    drv_slew 0 \
    cp_max_fo 33 \
]
[path summary, 6_finish.rpt]
path,slack [ps],to,cells past startpoint,startpoint
setup / recovery,10510,angle_out[10],18,angle_in[10]
hold / removal,3920,t_angle_out[8],1,t_angle[8]
[layout by cell type (no fill, tap or decap), drive strengths merged, types with 4 or more instances in the layout]
cell type / Yosys / routed
or3: 4 / 4
clkbuf: 2 / 5
xor2: 8 / 8
a21o: 4 / 4
nand2b: 12 / 12
o21bai: 10 / 10
o21ai: 18 / 18
nand2: 14 / 14
o21a: 8 / 8
nor2: 16 / 16
inv: 56 / 56
mux2i: 22 / 22
nand3: 4 / 4
o31ai: 6 / 6
a21oi: 25 / 25
nor2b: 7 / 7
nor4: 6 / 6
fa: 4 / 4
ha: 57 / 57
nor3: 7 / 7
clkdlybuf4s50: 0 / 108
edfxtp: 47 / 47
xnor2: 33 / 33
o41ai: 5 / 5
[critical path, stage by stage]
cell and delay (ps):
clkdlybuf4s50_1 490, inv_1 60, ha_1 310, and4_4 280, nand3_4 90, a21oi_4 140
a2111oi_4 60, nor3_4 150, buf_4 420, mux2i_1 200, fa_1 470, a21o_1 200
a21oi_1 210, o21ai_0 150, o41ai_1 460, o21bai_1 140, a21oi_1 200, xnor2_1 80
[metal layers]
layer  share of wire, %  GRT usage, %
met2                 49          30.7
met5                  0             0
met4                1.6          2.41
met1                 45          24.9
met3                4.4          1.91
[where the power goes]
part | internal (W) | leakage [nW] | total [W] | switching (W)
sequential | 0.000147 | 0.460 | 0.000151 | 0.00000456
combinational | 0.0000966 | 1.84 | 0.000171 | 0.0000741
clock | 0.0000547 | 0.0644 | 0.0000896 | 0.0000349
total | 0.000298 | 2.36 | 0.000412 | 0.000114
[logic make-up (layout without fill, tap and decap cells)]
kind of cell	count (synthesis)	in the layout
flops	47	47
xor+xnor	41	41
fa+ha+maj	61	61
compound gates	95	95
buf+inv	66	175
simple gates	84	84
mux	22	22
[metrics by stage]
stage,utilization [%],hold WS [ps]
final,54.0,3920
after global routing,54.0,3910
after CTS,54.0,3920
after detailed placement,52.7,4240
after global placement,52.7,4240
after floorplan,-,3740
[registers in the layout, summed over array words and instances, names as in the netlist]
name	count
sin_out	11
t_angle_out	12
cos_out	12
angle_out	12
[cell type report]
type,count,area (sq um),area share (%)
Clock buffer,5,68.8,1.24
Multi-Input combinational cell,303,2520,45.4
Clock inverter,3,67.6,1.22
Inverter,56,210,3.79
Tap cell,136,170,3.07
Sequential cell,47,1410,25.4
Timing Repair Buffer,111,1100,19.8
Power is estimated from default activity; no workload was simulated.
